==> /design/flow/design.v <==
module decode_E_pipe_reg(input wire clk_i,
	input wire E_stall_i,
	input wire E_bubble_i,
	input wire [2:0] d_stat_i,
	input wire [63:0] d_pc_i,
	input wire [3:0] d_icode_i,
	input wire [3:0] d_ifun_i,
	input wire [63:0] d_valC_i,
	input wire [63:0] d_valA_i,
	input wire [63:0] d_valB_i,
	input wire [3:0] d_dstE_i,
	input wire [3:0] d_dstM_i,
	input wire [3:0] d_srcA_i,
	input wire [3:0] d_srcB_i,
	output reg [2:0] E_stat_o,
	output reg [63:0] E_pc_o,
	output reg [3:0] E_icode_o,
	output reg [3:0] E_ifun_o,
	output reg [63:0] E_valC_o,
	output reg [63:0] E_valA_o,
	output reg [63:0] E_valB_o,
	output reg [3:0] E_dstE_o,
	output reg [3:0] E_dstM_o,
	output reg [3:0] E_srcA_o,
	output reg [3:0] E_srcB_o);
	always@ (posedge clk_i) begin
		if(E_bubble_i) begin
			E_stat_o <= d_stat_i;
			E_pc_o <= 64'd0;
			E_icode_o <= 4'h1;
			E_ifun_o <= 4'd0;
			E_valC_o <= 64'd0;
			E_valA_o <= 64'd0;
			E_valB_o <= 64'd0;
			E_dstE_o <= 4'hf;
			E_dstM_o <= 4'hf;
			E_srcA_o <= 4'hf;
			E_srcB_o <= 4'hf;
		end
		else if(~E_stall_i) begin
			E_stat_o <= d_stat_i;
			E_pc_o <= d_pc_i;
			E_icode_o <= d_icode_i;
			E_ifun_o <= d_ifun_i;
			E_valC_o <= d_valC_i;
			E_valA_o <= d_valA_i;
			E_valB_o <= d_valB_i;
			E_dstE_o <= d_dstE_i;
			E_dstM_o <= d_dstM_i;
			E_srcA_o <= d_srcA_i;	
			E_srcB_o <= d_srcB_i;
		end
	end
endmodule
==> /design/flow/run.sh <==
#!/bin/bash
# OpenROAD 26Q1-2900-gdf79404cd8, Yosys 0.63+post, stock flow scripts
make -C /OpenROAD-flow-scripts/flow DESIGN_CONFIG=/design/flow/config.mk WORK_HOME=/design/flow/orfs finish
==> /design/flow/config.mk <==
export PLATFORM = sky130hd
export DESIGN_NAME = decode_E_pipe_reg
export DESIGN_NICKNAME = decode_E_pipe_reg
export VERILOG_FILES = /design/flow/design.v
export SDC_FILE = /design/flow/constraint.sdc
export NUM_CORES = 4
export LEC_CHECK = 1
export CORE_AREA = 10 10 279 279
export DIE_AREA = 0 0 289 289
==> /design/flow/constraint.sdc <==
current_design decode_E_pipe_reg

set clk_period 1.4
set clk_io_pct 0.2

create_clock -name clk0 -period $clk_period [get_ports {clk_i}]

set non_clock_inputs [all_inputs -no_clocks]
set_input_delay [expr $clk_period * $clk_io_pct] -clock clk0 $non_clock_inputs
set_output_delay [expr $clk_period * $clk_io_pct] -clock clk0 [all_outputs]
==> results.yml <==
# physical design summary
run_status:
  outcome: "complete, no violations"
finish:
  fin_cells: 2472
  drive_above_1_share: 0.426
  area_growth_pct: 67.1
  fill_cells: 7635
  post-route-util: 0.238
  comb_area_sq_um: 3880
  regArea_sq_um: 6050
worst_setup_path:
  r2r_setup_slack_ps: 650
  cpMaxStageDelayCell: "dfxtp_2"
  reg2reg_depth: 3
  crit_buf_inv: 1
  cpPeakStageDelay_ps: 320
  crit_path_end_kind: "primary output"
  path_cells: "clkdlybuf4s15_1"
  regToRegEndpoint: "E_valB_o[57]"
  startpoint_type: "flip-flop"
  critPathTopFamily: "flip-flops"
  worstPathMaxFanout: 2
  critical_path_class: "flip-flop to primary output"
  cp.required_ps: 1120
  worstPathArrival_ps: 1060
  r2r_start: "E_valB_o[57]"
power_and_ir_drop:
  peakVddDrop_v: 0.000713
  total_power_uw: 19500
  leakagePower_uw: 0.00788
  pwr_density_cell_nw_per_um2: 1140
global_routing:
  antenna_found_initial: 0
  grt_max_degree: 44
  grt_pass1_vias: 8880
  track_usage: 0.0840
  grt_pass1_wl_mm: 54.6
  overflow: 0
routing:
  drtIter0Drc: 210
  routedWlPerCell_um: 15.2
  first_pass_iters: 5
  drc: 0
  num_vias: 8482
  antenna-diode-count: 0
  routed_wirelength_mm: 37.5
  vias_per_cell: 3.43
  ant_nets: 0
clock_network:
  numCtsBuffers: 31
  cts_tree: "yes"
  cts_sinks: 283
  clk_latency_ps: 570
  cts-htree-levels: 1
  clockRootBuffer: "clkbuf_16"
  cts_buffer_depth: 3
  clk_pin_slew_worst_paths_ps: 60
logic_synthesis:
  synthArstFlopShare: 0
  yosys.stat.seqShare: 0.558
  yosysTopAreaCell: "dfxtp_1"
  synth_cell_types: 12
  synth_flops: 283
  topCellsByArea: "dfxtp_1 (55%), mux2i_1 (26%), nor2_1 (9.7%)"
  synthCells: 908
  syn_area_per_cell_sq_um: 11.2
  yosysWarnings: 1
  syn_area_sq_um: 10200
  top_area_frac: 0.549
  ff_type: "dfxtp_1"
  yosys_area_sq_um: 10200
  synth-edff-count: 3
  ys_cells: 908
  synth.most_common_cell: "dfxtp_1"
  top_cells_by_count: "dfxtp_1 (280), mux2i_1 (263), nor2_1 (263)"
floorplanning:
  die-area_sq_um: 83500
  die_x_um: 289
  pin_count: 569
  core-area_sq_um: 71600
  die_h_um: 289
  initCoreUtil: 0.142
  rows: 98
place:
  port_buffers: 568
  placed_cells_incl_taps: 2410
  finalWeightedCongestion: 0.831
  hpwlAfterDp_mm: 29.4
hold_path:
  whs_endpoint: "E_pc_o[34]"
  min_path_cells: 2
  hold_class: "input pin to flip-flop"
  min_from: "E_bubble_i"
sta:
  hold_viol: 0
  worst_pin_slew_ps: 357
  setup_viol: 0
  grt_setup_unrepaired: "no"
  max_slew_margin: 0.762
  hold_slack_ps: 88.3
  setup_tns_ps: 0
  slew_violations: 0
  period_minus_slack_ps: 1340
  fin_crit_sh: 0.957
  finalClockSkew_ps: 0
  fmax_mhz: 746
run:
  warnings: 25
  maxCapViolations: 0
-- repair_timing --
item / 4_1_cts / 5_1_grt
endpoints found under the hold margin: 2 / 0
gates resized: 1200 / 18
pin swaps: 0 / 0
hold buffers: 1 / 0
setup buffers: 8 / 0
setup endpoints to repair: 283 / 18
-- report_power, final --
| group | leakage [uW] | internal [uW] | switching, uW | total [uW] |
|---|---|---|---|---|
| combinational | 0.00497 | 1630 | 919 | 2540 |
| sequential | 0.00243 | 8650 | 237 | 8890 |
| clock | 0.000485 | 4760 | 3260 | 8020 |
| total | 0.00788 | 15000 | 4420 | 19500 |
-- area by class of cell --
class	count	area share
Multi-Input combinational cell	561	0.228
Tap cell	950	0.0697
Sequential cell	283	0.355
Clock buffer	45	0.0527
Clock inverter	8	0.00580
Timing Repair Buffer	625	0.289
-- stage by stage --
step / instance area (sq um) / setup WS [ps]
6_report: 17000 / 59.5
5_1_grt: 17000 / 0.142
4_1_cts: 17100 / 0.125
3_5_place_dp: 17000 / 115
3_3_place_gp: 17000 / 122
2_1_floorplan: 10200 / 315
-- worst max-delay path by stage --
stage / start / end / slack [ps] / depth (start not counted)
4_1_cts: E_pc_o[46] / E_pc_o[46] / 0.1 / 1
5_1_grt: E_valA_o[16] / E_valA_o[16] / 0.1 / 1
6_report: E_valC_o[12] / E_valC_o[12] / 60 / 1
-- per-layer routing --
metal  global-route usage  wire [um]  vias up
met3               0.0346       4180       41
met5                    0          0        -
met4               0.0196        995        0
met2                0.146      18300      349
met1               0.0950      14000     3877
li1                     -          -     4215
-- sequential cells by signal, summed over array words and instances, names as in the netlist --
register,cells
E_srcB_o,4
E_stat_o,3
E_valA_o,64
E_valB_o,64
E_dstM_o,4
E_dstE_o,4
E_valC_o,64
E_pc_o,64
E_ifun_o,4
E_icode_o,4
E_srcA_o,4
-- cells by family (layout without fill, tap and decap cells) --
logic type	after synthesis	count (layout)	share of synthesized area
AND-OR/OR-AND	17	17	0.0146
buffers and inverters	64	678	0.0613
flip-flops	283	283	0.558
multiplexers	263	263	0.258
AND/OR/NAND/NOR	281	281	0.108
-- layout by cell type (no fill, tap or decap) --
cell type	netlist	routed
clkbuf_1	19	7
edfxtp_1	3	3
buf_8	25	1
mux2i_1	263	263
dfxtp_1	280	2
dlygate4sd3_1	0	1
nor2_1	263	263
bufinv_16	0	2
clkbuf_2	0	18
nor2b_1	17	17
dfxtp_4	0	2
clkdlybuf4s50_1	0	283
a211o_1	17	17
clkinv_2	0	3
buf_2	13	247
buf_4	0	46
nand2b_1	1	1
clkbuf_8	0	8
clkinvlp_4	0	2
clkinv_4	0	1
buf_12	4	11
clkbuf_16	0	31
clkdlybuf4s15_1	0	17
dfxtp_2	0	276
Power figures rest on the tool's default switching activity, not on a simulated workload.
