===== flow/config.mk =====
export PLATFORM = sky130hd
export DESIGN_NAME = execute
export DESIGN_NICKNAME = execute
export VERILOG_FILES = /design/flow/design.v
export SDC_FILE = /design/flow/constraint.sdc
export NUM_CORES = 4
export LEC_CHECK = 1
export CORE_UTILIZATION = 50

===== flow/constraint.sdc =====
current_design execute

set clk_period 39.2
set clk_io_pct 0.2

create_clock -name clk0 -period $clk_period [get_ports {clk_i}]

set non_clock_inputs [all_inputs -no_clocks]
set_input_delay [expr $clk_period * $clk_io_pct] -clock clk0 $non_clock_inputs
set_output_delay [expr $clk_period * $clk_io_pct] -clock clk0 [all_outputs]

===== flow/design.v =====
module execute(input wire clk_i,
	input wire rst_n_i,
	input wire [3:0] E_icode_i,
	input wire [3:0] E_ifun_i,
	input wire signed [63:0] E_valA_i,
	input wire signed [63:0] E_valB_i,
	input wire signed [63:0] E_valC_i,
	input wire [3:0] E_dstE_i,
	input wire [2:0] m_stat_i,
	input wire [2:0] W_stat_i,
	output wire signed [63:0] e_valE_o,
	output wire [3:0] e_dstE_o,
	output wire [3:0] e_cnd_o);
	wire [63:0] aluA;
	wire [63:0] aluB;
	wire [3:0] alu_fun;
	wire [2:0] nw_cc;
	reg [2:0] cc;
	wire zf = cc[2];
	wire sf = cc[1];
	wire of = cc[0];
	assign e_dstE_o = E_dstE_i;
	assign aluA = (E_icode_i == 4'h2 || E_icode_i == 4'h6)
		 ? E_valA_i : (E_icode_i == 4'h3 || E_icode_i == 4'h4)
		 ? E_valC_i : (E_icode_i == 4'h8 || E_icode_i == 4'hA)
		 ? -8 : (E_icode_i == 4'h9 || E_icode_i == 4'hB) ? 8 : 0;
	assign aluB = (E_icode_i == 4'h2 || E_icode_i == 4'h5 || E_icode_i == 4'h6 || E_icode_i == 4'h8 || E_icode_i == 4'h9)
		 ? E_valB_i : (E_icode_i == 4'hA)
		 ? -8 : (E_icode_i == 4'hB) ? 8 : 0;
	assign alu_fun = (E_icode_i == 4'h6) ? E_ifun_i : 4'h0;
	assign e_valE_o = (alu_fun == 4'h1)
		 ? (aluA - aluB) : (alu_fun == 4'h2)
		 ? (aluA & aluB) : (alu_fun == 4'h3)
		 ? (aluA ^ aluB) : (aluA + aluB);
	assign nw_cc = (rst_n_i) ? 3'b100 : 
               (E_icode_i == 4'h6) ? {(e_valE_o == 0), (e_valE_o[63]),  
               (alu_fun == 4'h0 && aluA[63] != e_valE_o[63] && aluA[63] != e_valE_o[63]) || 
               (alu_fun == 4'h1 && aluA[63] != aluB[63] && aluB[63] != e_valE_o[63])}
		: cc;
	assign set_cc = (E_icode_i == 4'h6);
	always@ (posedge clk_i) begin
		if(rst_n_i) begin
			cc <= 3'b100;
		end
		else if(set_cc) begin
			cc <= nw_cc;
		end
	end
	assign e_cnd_o = 
		(E_ifun_i == 4'h0) | 
		(E_ifun_i == 4'h1 & ((sf ^ of) | zf)) | 
		(E_ifun_i == 4'h1 & (sf ^ of)) | 
		(E_ifun_i == 4'h3 & zf) |
		(E_ifun_i == 4'h4 & ~zf) |
		(E_ifun_i == 4'h5 & ~(sf ^ of)) |
		(E_ifun_i == 4'h6 & (~(sf ^ of) & ~zf));
endmodule	

===== flow/run.sh =====
#!/bin/bash
# OpenROAD 26Q1-2900-gdf79404cd8, Yosys 0.63+post, stock flow scripts
make -C /OpenROAD-flow-scripts/flow DESIGN_CONFIG=/design/flow/config.mk WORK_HOME=/design/flow/orfs finish

==> metrics.yaml <==
criticalPathCategory: "in2out"
cts_max_level: 1
clock_sink_count: 3
yosys-top-cells-count: "a21oi_1 (221), nor2_1 (197), nand2_1 (178), inv_1 (130), ha_1 (127)"
synthAoiAreaFrac_pct: 46.2
post_synth_top_flop: "dfxtp_1"
ys_seq_share_pct: 0.480
postRouteWirelength_mm: 60.1
slew_headroom_pct: 21.9
holdBufCountCts: 0
globalRoute.busiestLayer: "met2"
tritoncts: "built"
grt_pass1_wl_mm: 91.3
openroad.warnings: 95
numCtsBuffers: 3
dp.cells: 2460
topCombFamilyByArea: "AND-OR/OR-AND gates"
worst_setup_hold_path_clk_slew_ps: 30
design.portCount: 284
layout-area-overhead-vs-synth_pct: 22.1
reg2reg_setup_slack_ps: 38490
synth_async_sr_flop_share_pct: 0
drt_pass1_iterations: 7
critical_path.max_fanout: 35
routedWlPerCell_um: 24.4
globalRouteMet3Util_pct: 11.1
stdcell_count: 2464
rows: 57
fp_util_pct: 51.2
design_power_total_w: 0.000360
finalWeightedCongestion: 1.12
drt_iter0_drc: 2169
path_cells: "clkdlybuf4s50_1, nor2b_1, a21oi_1, nor2_1, nor2_4, buf_4, nor2b_1, ha_1, fa_1, nor3b_1, o311ai_1, a31oi_1, o2111ai_1, a211oi_1, o31ai_1, a32o_1, a211oi_1, clkdlybuf4s50_1"
synth_flops: 3
ys_sh_adder_pct: 13.0
place.port_buffers: 266
post_cts.resized_instances: 0
synthesized_chip_area_reported_by_yosys_sq_mm: 0.0125
globalRouteMet1Util_pct: 63.1
remaining_global_route_overflow: 0
max_clock_freq_mhz: 43.4
fin_crit_sh_pct: 58.8
power.leakage_nw: 5.76
grt_antenna_before_repair: 1
largest_register_ff_count: 3
setup_tns_ps: 0
globalRouteMet2Util_pct: 69.6
post-cts-setup-buffer-count: 0
grt_max_degree: 66
critPathTopFamily: "AND-OR/OR-AND gates"
maximum_clock_insertion_buffer_count: 2
finalHoldViolations: 0
detail-route-antenna-nets: 0
synth.top_cells.by_area: "ha_1 (13%), a21oi_1 (8.8%), a221o_1 (6.0%)"
synthMostInstantiatedCell: "a21oi_1"
slew_viol_final: 0
place_area_sq_mm: 0.0152
synth_cell_types: 90
num_vias: 17100
chipWidth_um: 160
grtUsageTotal_pct: 46.0
antenna-diode-count: 0
fp.coreArea_sq_mm: 0.0245
timing.final.setup_violations: 0
grt_pass1_vias: 15500
simple_gate_area_share_pct: 26.3
run_status: "completed"
fin_worst_skew_ps: 0
cp_num_buf_inv: 3
clk_latency_ps: 220
cts_root_buffer: "clkbuf_16"
crit_arrival_ps: 15220
synth.cellmix.xorXnorShare_pct: 3.43
power_density_mw_per_mm2: 23.6
post_synth_mux_area_share_pct: 1.53
die_height_um: 160
post_detail_place_hpwl_mm: 47.5
remaining_drc_errors: 0
via_per_inst: 6.95
maxCapViolCount: 0
ys_warnings: 2
enable_flop_cells: 0
ir_worst_vdd_mv: 0.0277
critPathMaxStageDelay_ps: 830
drive_above_1_share_pct: 3.18
post_synth_inst_count: 1995
tightest_slew_ps: 1160
critical_path.slowest_cell: "a211oi_1"
synth.cell_area_sq_mm: 0.0125
rsz0062_at_grt: "no"
top_regs: "cc: 3 flops"
hold_path.class: "reg2reg"
timing.final.crit_period_ps: 23060
startpoint_type: "input port"
regMostFlops: "cc"
stdcell_area_sq_mm: 0.0153
synth.top_cell.area_share_pct: 12.7
synth.yosys.num_cells: 1995
required_ps: 31360
fp.dieArea_sq_mm: 0.0257
end_kind: "primary output"
synthesis.area_per_instance_sq_um: 6.27
post-synth-top-area-cell: "ha_1"
## stage by stage
stage / setup slack (ps) / hold slack [ps] / util [%]
after detailed placement: 16660 / 511 / 62.1
after global routing: 16020 / 540 / 62.4
after global placement: 16710 / 498 / 62.1
after floorplan: 19370 / 444 / -
after CTS: 16620 / 516 / 62.4
final: 16140 / 519 / 62.4
## worst paths after layout
path                        endpoint  cells past startpoint               start
setup / recovery        e_valE_o[48]                     18        E_icode_i[3]
hold reg to reg   cc[0]$_SDFFE_PP0N_                      2  cc[0]$_SDFFE_PP0N_
setup reg to reg  cc[0]$_SDFFE_PP0N_                      2  cc[0]$_SDFFE_PP0N_
hold / removal    cc[0]$_SDFFE_PP0N_                      2  cc[0]$_SDFFE_PP0N_
## layout by cell type, fill, tap and decap left out, types with 26 or more instances in the layout
cell	synthesis	routed
nand2_1	178	178
a21oi_1	221	221
nor4_1	35	35
a211oi_1	26	26
nand3_1	40	40
ha_1	127	127
o21a_1	78	77
clkdlybuf4s50_1	0	266
a221o_1	75	75
xnor2_1	46	46
inv_1	130	130
nor2_1	197	192
o31ai_1	37	37
buf_4	9	26
o211ai_1	28	28
nor2b_1	32	31
nand4_1	46	46
o21ai_0	123	123
nor3_1	58	57
## worst register-to-register path: cells and delay by family (launching register included)
kind,cells,cell delay [ps]
AND/OR/NAND/NOR,1,60
AND-OR/OR-AND,1,230
flip-flops,1,340
## kinds of logic after synthesis
family | count (synthesis)
multiplexers | 19
buffers and inverters | 283
XOR/XNOR | 49
flip-flops | 3
AND/OR/NAND/NOR | 679
AND-OR/OR-AND | 832
other | 1
adder cells (fa/ha/maj) | 129
## per-layer routing
layer	routed length [um]	vias up	part of all wire, %
li1	-	7875	-
met1	24000	7758	40
met2	25300	1286	42
met3	7770	210	13
met4	2960	2	4.9
met5	11	-	0.018
## power by group
part	leakage, nW	internal, W	switching [W]
combinational	5.70	0.000139	0.000202
sequential	0.0244	0.00000319	0.000000100
clock	0.0382	0.0000134	0.00000277
total	5.76	0.000156	0.000205
## layout make-up
type                    count  area [sq um]
clock buffers               4          78.8
fillers                  2153          9190
inverters                 130           488
multi-input cells        1711         11400
flip-flops and latches      3          60.1
well taps                 324           405
repair buffers            292          2860
Power is estimated from default activity; no workload was simulated.
