===== constraint.sdc =====
current_design fetch

set clk_period 1.9
set clk_io_pct 0.2

create_clock -name clk0 -period $clk_period

set non_clock_inputs [all_inputs -no_clocks]
set_input_delay [expr $clk_period * $clk_io_pct] -clock clk0 $non_clock_inputs
set_output_delay [expr $clk_period * $clk_io_pct] -clock clk0 [all_outputs]

===== design.v =====
module instruction_memory(input wire [63:0] pc_i,
	output wire [79:0] nw_instr_o,
	output wire imem_error_o);
	reg [7:0] ins_mem [1023:0];
	integer i;
	initial begin
		ins_mem[0] = 8'h30; ins_mem[1] = 8'hf8; ins_mem[2] = 8'h08;
		ins_mem[3] = 8'h00; ins_mem[4] = 8'h00; ins_mem[5] = 8'h00;
		ins_mem[6] = 8'h00; ins_mem[7] = 8'h00; ins_mem[8] = 8'h00;
		ins_mem[9] = 8'h00;
		ins_mem[10] = 8'h30; ins_mem[11] = 8'hf3; ins_mem[12] = 8'h15;
		ins_mem[13] = 8'h00; ins_mem[14] = 8'h00; ins_mem[15] = 8'h00;
		ins_mem[16] = 8'h00; ins_mem[17] = 8'h00; ins_mem[18] = 8'h00;
		ins_mem[19] = 8'h00;
		ins_mem[20] = 8'h00;
		ins_mem[21] = 8'h10;
		ins_mem[22] = 8'h20; ins_mem[23] = 8'h13;
		ins_mem[24] = 8'h40; ins_mem[25] = 8'h2d; ins_mem[26] = 8'h15;
		ins_mem[27] = 8'h00; ins_mem[28] = 8'h00; ins_mem[29] = 8'h00;
		ins_mem[30] = 8'h00; ins_mem[31] = 8'h00; ins_mem[32] = 8'h00;
		ins_mem[33] = 8'h00;
		ins_mem[34] = 8'h50; ins_mem[35] = 8'h2d; ins_mem[36] = 8'h15;
		ins_mem[37] = 8'h00; ins_mem[38] = 8'h00; ins_mem[39] = 8'h00;
		ins_mem[40] = 8'h00; ins_mem[41] = 8'h00; ins_mem[42] = 8'h00;
		ins_mem[43] = 8'h00;
		ins_mem[44] = 8'h60; ins_mem[45] = 8'h97;
		ins_mem[46] = 8'h61; ins_mem[47] = 8'h97;
		ins_mem[48] = 8'h62; ins_mem[49] = 8'he1;
		ins_mem[50] = 8'h63; ins_mem[51] = 8'hdb;
		for(i = 52; i < 1024; i = i + 1) begin
			ins_mem[i] = 8'hcc;
		end
	end
	assign nw_instr = {ins_mem[pc_i + 9],
		ins_mem[pc_i + 8], ins_mem[pc_i + 7],
		ins_mem[pc_i + 6], ins_mem[pc_i + 5],
		ins_mem[pc_i + 4], ins_mem[pc_i + 3],
		ins_mem[pc_i + 2], ins_mem[pc_i + 1],
		ins_mem[pc_i + 0]};
	assign imem_error_o = (pc_i >= 1023);
endmodule
module fetch (input wire [63:0] f_pc_i, 
	output wire [3:0] f_icode_o, 
	output wire [3:0] f_ifun_o, 
	output wire [3:0] f_rA_o,
	output wire [3:0] f_rB_o, 
	output wire [63:0] f_valC_o,
	output wire f_valP_o,
	output wire f_predPC_o,
	output wire f_stat_o);
	wire [79:0] nw_instr;
	wire imem_error, instr_valid, valid_reg, valid_valc;
	instruction_memory instr_mem(
		.pc_i(f_pc_i),
		.nw_instr_o(nw_instr),
		.imem_error_o(imem_error));
	assign f_icode_o = nw_instr[7:4];
	assign f_ifun_o = nw_instr[3:0];
	assign valid_reg = (f_icode_o == 4'h3) | (f_icode_o == 4'h4) 
		| (f_icode_o == 4'h5) | (f_icode_o == 4'h6)| (f_icode_o == 4'h2) 
		| (f_icode_o == 4'hA) | (f_icode_o == 4'hB);
	assign valid_valc = ((f_icode_o == 4'h3) | (f_icode_o == 4'h4) 
		|(f_icode_o == 4'h5) | (f_icode_o == 4'h7) | (f_icode_o == 4'h8));
	assign f_ra_o = valid_reg ? nw_instr[15:12] : 4'hf;
	assign f_rb_o = valid_reg ? nw_instr[11:8] : 4'hf;
	assign f_valc_o = valid_valc ? (valid_reg ? nw_instr[79:16] : nw_instr[71:8]) : 64'd0;
	assign f_valp_o = f_pc_i + 1 + valid_reg + valid_valc * 8;
	assign f_predPC_o = (f_icode_o == 4'h7 || f_icode_o == 4'h8) ? f_valc_o : f_valp_o;
	assign instr_valid = (nw_instr[7:4] <= 4'hb);
	assign f_stat_o = imem_error ? 1'd1 : (!instr_valid) ? 1'd2 : (f_icode_o == 4'h0) ? 1'd3 : 1'd0;
endmodule

===== config.mk =====
export PLATFORM = sky130hd
export DESIGN_NAME = fetch
export DESIGN_NICKNAME = fetch
export VERILOG_FILES = /design/flow/design.v
export SDC_FILE = /design/flow/constraint.sdc
export NUM_CORES = 4
export LEC_CHECK = 1
export CORE_AREA = 10 10 70 70
export DIE_AREA = 0 0 80 80

===== run.sh =====
#!/bin/bash
# OpenROAD 26Q1-2900-gdf79404cd8, Yosys 0.63+post, stock flow scripts
make -C /OpenROAD-flow-scripts/flow DESIGN_CONFIG=/design/flow/config.mk WORK_HOME=/design/flow/orfs finish

==> reports/qor.yml <==
synthesis:
  top_cell_area_share_pct: 78.8
  syn_area_um2: 781
  ys_cells: 106
  yosysChipArea_um2: 781
  synthCells: 106
  yosys_warnings: 161
  postSynthSeqShare_pct: 0
  top_area_cell: "buf_4"
  area_leaders: "buf_4 (79%), nor4_1 (8.0%), nor4_2 (6.4%)"
  synth_cell_types: 9
  avgSynthCellArea_um2: 7.37
grt:
  met2_usage_pct: 15.4
  grt_pass1_wl_mm: 4.08
  grt.total_usage_pct: 7.78
  grt_max_degree: 3
  grt_pass1_vias: 757
  antenna_found_initial: 0
  globalRouteOverflowTotal: 0
  met3_usage_pct: 2.05
  grt-busiest-layer: "met2"
  use_met1_pct: 8.37
final_layout:
  seq_area_um2: 0
  final_util_pct: 34.4
  stdcell_count: 216
  seq_cell_count: 0
  nClkBuffers: 0
  comb_area_um2: 551
  drive_gt1_share_pct: 20.6
  fin_area_um2: 1170
  area_growth_pct: 50.3
  fillers: 366
worst_setup_path:
  cp-start-kind: "input port"
  path_cells: "clkdlybuf4s50_1 -> nand4_1 -> nor3_1 -> nor4_2 -> nand3_1 -> buf_2"
  endpoint_kind: "output port"
  slowest_stage: "clkdlybuf4s50_1"
  cp_max_fo: 1
  crit_type: "in -> out"
  crit_path_max_incr_delay_ns: 0.46
  crit_start: "f_pc_i[2]"
  worstPathArrival_ns: 1.42
  required_ns: 1.52
final_timing:
  fmax_ghz: 0.555
  finalSetupViolations: 0
  rsz0062_at_grt: "yes"
  hold_viol_final: 0
  period_used_pct: 94.9
  final_max_slew_viol_count: 0
  setup_tns_ns: 0
  post-route-min-period_ns: 1.80
flow_run:
  tool_warnings: 33
  drv_cap: 0
detailed_routing:
  drc: 0
  diodes: 0
  ant_nets: 0
  wire_per_inst_um: 14.6
  viasPerCell: 3.14
  finalWirelength_mm: 3.16
  vias: 678
  first_pass_iters: 1
  drt_iter0_drc: 0
die:
  die_w_um: 80
  rows: 21
  die_area_um2: 6400
  die_y_um: 80
  io-pin-count: 147
  core_um2: 3420
  initCoreUtil_pct: 22.9
clock_network:
  postCtsHoldBufs: 0
  cts_setup_buffers: 0
place:
  hpwl_mm: 2.96
  port_buffers: 66
  placedCellCount: 216
  placed_area_um2: 1180
  gp_congestion: 0.845
power_and_ir_drop:
  p_leak_nw: 0.585
  power_density_nw_per_um2: 119
  power.total_uw: 139
  peakVddDrop_mv: 0.0180
hold_path:
  hp-class: "in -> out"
  worstHoldStart: "f_pc_i[41]"
status:
  status: "complete, no violations"
Yosys cell counts:
cell type and n:
buf_4 82, conb_1 1, nand2_1 1, nand3_1 1, nand4_1 5, nor2_1 1, nor3_1 1, nor4_1 10
nor4_2 4
worst max-delay path, delay by kind of cell:
family                 cells  cell delay, ns
buffers and inverters      2            0.55
AND/OR/NAND/NOR            4            0.49
cell type report:
cell class / instances / area share [%]
tap: 46 / 4.90
multi-input combinational: 104 / 46.9
timing repair buffer: 66 / 48.2
repair_timing:
action | 4_1_cts | 5_1_grt
pin swaps | 17 | 16
endpoints found under the hold margin | 0 | 0
endpoints found under the setup margin | 1 | 1
resized | 61 | 67
cell usage in the layout (no fill, tap or decap), types with 2 or more instances in the layout:
cell type / count
buf_6: 4
clkbuf_2: 18
clkdlybuf4s15_1: 19
clkdlybuf4s50_1: 17
conb_1: 81
dlygate4sd2_1: 6
nand4_1: 5
nor4_1: 2
nor4_2: 8
nor4_4: 4
through the flow:
| stage | hold slack (ns) | setup WS (ns) |
|---|---|---|
| finish | 1.17 | 0.0967 |
| global route | 1.23 | -0.0393 |
| CTS | 1.25 | 0.000331 |
| detailed placement | 1.60 | -0.536 |
| global placement | 1.61 | -0.552 |
| floorplan | 0.808 | 0.462 |
final timing paths:
check | cells after the start | endpoint | slack (ns)
max | 6 | f_stat_o | 0.1
min | 6 | f_stat_o | 1.17
routing by layer:
metal  share of wire, %  vias up  wire length, µm
met4                  0        0                0
met2                 54       72             1710
li1                   -      323                -
met3                 10        0              331
met1                 35      283             1110
met5                  0        -                0
cell families after synthesis:
family	Yosys count	synth area share, %
other cells	1	0.480
buf+inv	82	78.8
simple gates	23	20.7
where the power goes:
| part | total, mW | switching, mW | internal, mW |
|---|---|---|---|
| combinational | 0.139 | 0.0467 | 0.0925 |
| sequential | 0 | 0 | 0 |
| clock | 0 | 0 | 0 |
Power is estimated from default activity; no workload was simulated.
